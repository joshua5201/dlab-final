### flow/design.v
`timescale 1ns / 1ps
module video_pattern(input [2:0] id, input [9:0] x, input [9:0] y, output reg [2:0] rgb);
always @(*)
  case (id)
  3'b000:  
    begin
      if (x < 80) rgb = 3'b000;
      else if (x < 160) rgb = 3'b001;
      else if (x < 240) rgb = 3'b010;
      else if (x < 320) rgb = 3'b011;
      else if (x < 400) rgb = 3'b100;
      else if (x < 480) rgb = 3'b101;
      else if (x < 560) rgb = 3'b110;
      else rgb = 3'b111;
    end
  3'b001:  
    begin
      if (y < 60) rgb = 3'b000;
      else if (y < 120) rgb = 3'b001;
      else if (y < 180) rgb = 3'b010;
      else if (y < 240) rgb = 3'b011;
      else if (y < 300) rgb = 3'b100;
      else if (y < 360) rgb = 3'b101;
      else if (y < 420) rgb = 3'b110;
      else rgb = 3'b111;
    end
  3'b010:  
    begin
      rgb = 3'b100;
    end
  3'b011:  
    begin
      rgb = 3'b010;
    end
  3'b100:  
    begin
      rgb = 3'b001;
    end
  3'b101:  
    begin
       if (|x[4:0] == 0 || |y[4:0] == 0) rgb = 3'b111;
       else if (x == 639|| y == 479) rgb = 3'b111;
       else rgb = 3'b000;
    end
  3'b110:  
    begin
       if (|x[4:0] == 0 || |y[4:0] == 0) rgb = 3'b010;
       else if (x == 639 || y == 479) rgb = 3'b010;
       else rgb = 3'b000;
    end
  3'b111:  
    begin
      rgb = (x[7:5] ^ y[7:5]);
    end
  endcase
endmodule
### flow/run.sh
#!/bin/bash
# OpenROAD 26Q1-2900-gdf79404cd8, Yosys 0.63+post, stock flow scripts
make -C /OpenROAD-flow-scripts/flow DESIGN_CONFIG=/design/flow/config.mk WORK_HOME=/design/flow/orfs finish
### flow/constraint.sdc
current_design video_pattern

set clk_period 2.4
set clk_io_pct 0.2

create_clock -name clk0 -period $clk_period

set non_clock_inputs [all_inputs -no_clocks]
set_input_delay [expr $clk_period * $clk_io_pct] -clock clk0 $non_clock_inputs
set_output_delay [expr $clk_period * $clk_io_pct] -clock clk0 [all_outputs]
### flow/config.mk
export PLATFORM = sky130hd
export DESIGN_NAME = video_pattern
export DESIGN_NICKNAME = video_pattern
export VERILOG_FILES = /design/flow/design.v
export SDC_FILE = /design/flow/constraint.sdc
export NUM_CORES = 4
export LEC_CHECK = 1
export CORE_AREA = 10 10 70 70
export DIE_AREA = 0 0 80 80
==> results_slide.txt <==
Implementation Results

Synth
  – Distinct lib cells: 37
  – Yosys cell count: 86
  – Yosys simple share: 52.77%
  – Main logic family after synthesis: simple AND/OR/NAND/NOR gates
  – YS warnings: 1
  – Complex Gates by Area: 32.82%
  – Mean Syn Cell Area: 6.562 sq um
  – Multiplexer share: 0%
  – Synth Cell Area: 564.3 sq um
  – Seq share, synth: 0%
  – Adder-Cell Fraction of Synth Area: 1.774%
  – Cells after Synth: 86
  – YS chip area: 564.3 sq um
  – XORs/XNORs by Area: 4.656%

Final timing
  – Setup ws final: -13.83 ps
  – RSZ-0062 raised after global routing: yes
  – Setup TNS: -13.83 ps
  – Max-slew violations: 0
  – Cycle use final: 100.6%
  – Final hold violations: 0
  – Period minus WS final: 2414 ps
  – Final setup fails: 1
  – F_max: 414.3 MHz
  – Worst slew pin tran: 375.3 ps
  – Slew headroom: 74.93%

Worst setup path
  – Largest delay contributor family on the critical path: simple AND/OR/NAND/NOR gates
  – Crit start category: primary input
  – CP max stage cell: nor4_4
  – Crit path max fanout: 5
  – WP data arrival: 1930 ps
  – Crit path buffers/inverters: 3
  – Endpoint class of the critical path: output port
  – Max incr delay on CP: 310 ps
  – Critical path startpoint: y[3]
  – Crit path cell chain: clkdlybuf4s15_1 -> nor2_1 -> and4b_1 -> nor4_4 -> buf_4 -> a221oi_2 -> a221o_1 -> buf_2
  – WP data required: 1920 ps
  – Crit path kind: primary input to output port

Detailed routing
  – Iteration tally of the first detailed-router pass: 4
  – Ant. Diodes: 0
  – Via count: 805
  – WL final: 2104 um
  – Detail Route Antenna Nets: 0
  – # DRC: 0
  – Drt wl/cell: 11.75 um
  – Vias per cell: 4.497
  – Detailed Route Iter0 Violations: 13

Floorplanning
  – Fp util: 16.52%
  – Die area: 0.006400 sq mm
  – Die height: 80 um
  – IO Count: 26
  – Core area: 0.003416 sq mm
  – Std cell rows: 21
  – Die width: 80 um

Min path
  – Min-Delay Path Class: primary input to output port
  – Worst hold start: id[2]

GRT
  – M1 GR Usage: 7.855%
  – GRT overflow: 0
  – Busiest grt layer: met2
  – Initial antenna violation count: 0
  – Gr usage total: 6.399%
  – First-pass GRT wire length: 3519 um
  – Largest net degree at the start of global routing: 9
  – Global-route met2 utilization: 11.32%
  – Vias in the first global route: 824
  – GRT met3 Usage: 1.591%

Power and ir drop
  – Power density over cell area: 144.5 mW/mm^2
  – P_leak: 0.4525 nW
  – Tot Pwr: 0.1523 mW
  – VDD IR max: 0.04526 mV

CTS
  – Hold_buf cts: 0

Placement
  – Placer Congestion: 0.8638
  – Pre-CTS WS: -734.2 ps
  – DP HPWL: 1805 um
  – PortBufs: 26

Cells and area
  – Final-layout clock buffer total: 0
  – Ratio of cells with drive above 1 in the final layout: 36.09%
  – Most numerous logic cell after layout: buf_4
  – Fill cells: 365
  – Layout area overhead: 86.70%
  – Flops: 0
  – Finished Core Util: 30.84%
  – Most instantiated logic cells after routing: 27 x buf_4, 14 x dlygate4sd2_1, 10 x nor2_1, 10 x nand2_1, 7 x o21ai_0
  – FF/Latch Area: 0 sq um

Run
  – Max-cap violations: 0
  – Tool warnings: 34

Outcome
  – Violated checks: negative setup slack
  – Status: finished with violations
-- cells in the mapped netlist, drive strengths merged, types with 2 or more instances --
master | number | area share (%)
a211o | 3 | 5.1
a21oi | 3 | 2.7
buf | 5 | 5.3
clkbuf | 2 | 1.3
inv | 2 | 1.3
nand2 | 10 | 6.7
nand2b | 4 | 4.4
nand3 | 6 | 5.3
nand3b | 2 | 2.7
nand4 | 2 | 2.2
nand4b | 2 | 3.1
nor2 | 10 | 6.7
nor3 | 4 | 4.4
nor4 | 3 | 9.8
o21ai | 9 | 8.0
o311ai | 3 | 4.7
xor2 | 2 | 3.1
-- worst min-delay path, cell delays in order --
cell and delay, ps:
buf_2 90, buf_4 130, a2111oi_2 60, o311ai_1 100, nand3_1 80, buf_2 110
-- metal layers --
layer	vias to the layer above	wire length [um]
li1	424	-
met1	364	921
met2	17	1063
met3	0	119
met4	0	0
met5	-	0
-- final timing paths --
kind                  to  cells past startpoint  slack (ps)
hold / removal    rgb[0]                      6        1520
setup / recovery  rgb[1]                      8         -10
-- power breakdown --
group | leakage (nW) | switching [mW] | internal [mW] | total, mW
logic | 0.453 | 0.0688 | 0.0835 | 0.152
clock network | 0 | 0 | 0 | 0
registers | 0 | 0 | 0 | 0
-- cell type report --
type,instances,area [sq um],area share (%)
tap,46,57.56,5.463
multi-input combinational,77,554.3,52.61
inverter,2,7.507,0.7126
timing repair buffer,54,434.2,41.21
-- logic make-up after synthesis --
kind of cell,count (synthesis)
adder cells (fa/ha/maj),1
buffers and inverters,9
AND/OR/NAND/NOR,48
XOR/XNOR,3
AND-OR/OR-AND,25
-- metrics by stage --
step	instances	cell area, sq um	hold slack (ps)
CTS	178	1026	1564
finish	179	1054	1523
detailed placement	176	1032	2151
floorplan	86	564.3	1039
global route	179	1054	1572
global placement	176	1032	2149
-- repair_timing --
item	in CTS	in global routing
setup buffers	2	1
endpoints found under the setup margin	3	3
pin swaps	11	7
resized	49	7
cloned	0	0
Power and IR drop assume default switching activity.
