`flow/design.v`:
```
`timescale 1ns / 1ps
module GP(input clk, input reset, input [9:0] x, input [9:0] y, input [9:0] position_x, input [1:0] state, output reg [2:0] rgb);
localparam INIT = 2'd0, GAME = 2'd1, WAIT = 2'd2;
reg [31:0] gp_col;
reg open;
reg [31:0] clk_count;
always @(posedge clk)
begin
	if (reset) begin
		clk_count <= 0;
		open <= 1;
	end
	else begin
		if (clk_count < 5000000) begin
			open <= 1;
			clk_count <= clk_count + 1;
		end
		else if (clk_count >= 5000000 && clk_count <= 10000000) begin
			open <= 0;
			clk_count <= clk_count + 1;
		end
		else if (clk_count > 10000000) begin
			clk_count <= 0;
		end
		else begin
		end
	end
end
always @(*) begin
	if (state == GAME && x - position_x < 32 && x - position_x >= 0 && y > 448) begin
		case (x - position_x)
			0: rgb = gp_col[31] ? 3'b110 : 3'b000;
			1: rgb = gp_col[30] ? 3'b110 : 3'b000;
			2: rgb = gp_col[29] ? 3'b110 : 3'b000;
			3: rgb = gp_col[28] ? 3'b110 : 3'b000;
			4: rgb = gp_col[27] ? 3'b110 : 3'b000;
			5: rgb = gp_col[26] ? 3'b110 : 3'b000;
			6: rgb = gp_col[25] ? 3'b110 : 3'b000;
			7: rgb = gp_col[24] ? 3'b110 : 3'b000;
			8: rgb = gp_col[23] ? 3'b110 : 3'b000;
			9: rgb = gp_col[22] ? 3'b110 : 3'b000;
		 10: rgb = gp_col[21] ? 3'b110 : 3'b000;
		 11: rgb = gp_col[20] ? 3'b110 : 3'b000;
		 12: rgb = gp_col[19] ? 3'b110 : 3'b000;
		 13: rgb = gp_col[18] ? 3'b110 : 3'b000;
		 14: rgb = gp_col[17] ? 3'b110 : 3'b000;
		 15: rgb = gp_col[16] ? 3'b110 : 3'b000;
		 16: rgb = gp_col[15] ? 3'b110 : 3'b000;
		 17: rgb = gp_col[14] ? 3'b110 : 3'b000;
		 18: rgb = gp_col[13] ? 3'b110 : 3'b000;
		 19: rgb = gp_col[12] ? 3'b110 : 3'b000;
		 20: rgb = gp_col[11] ? 3'b110 : 3'b000;
		 21: rgb = gp_col[10] ? 3'b110 : 3'b000;
		 22: rgb = gp_col[9] ? 3'b110 : 3'b000;
		 23: rgb = gp_col[8] ? 3'b110 : 3'b000;
		 24: rgb = gp_col[7] ? 3'b110 : 3'b000;
		 25: rgb = gp_col[6] ? 3'b110 : 3'b000;
		 26: rgb = gp_col[5] ? 3'b110 : 3'b000;
		 27: rgb = gp_col[4] ? 3'b110 : 3'b000;
		 28: rgb = gp_col[3] ? 3'b110 : 3'b000;
		 29: rgb = gp_col[2] ? 3'b110 : 3'b000;
		 30: rgb = gp_col[1] ? 3'b110 : 3'b000;
		 31: rgb = gp_col[0] ? 3'b110 : 3'b000;
		 default: rgb = 3'b000;
		endcase
	end
	else begin
		rgb = 3'b000;
	end
end
always @(*) begin
	if (open) begin
	case (y - 448) 
		 0: gp_col = 32'b00000000000000000000000000000000;
		 1: gp_col = 32'b00000000000000000000000000000000;
		 2: gp_col = 32'b00000000000000000000000000000000;
		 3: gp_col = 32'b00011000000000000000000000001000;
		 4: gp_col = 32'b00011100000000000000000000011000;
		 5: gp_col = 32'b00111111000000000000000011111100;
		 6: gp_col = 32'b00111111000000000000000011111100;
		 7: gp_col = 32'b00111111100000000000000011111100;
		 8: gp_col = 32'b00111111110000000000001111111100;
		 9: gp_col = 32'b01111111111000000000001111111110;
	  10: gp_col = 32'b01111111111100000000011111111110;
		11: gp_col = 32'b01111111111110000000111111111110;
		12: gp_col = 32'b01111111111111000001111111111110;
		13: gp_col = 32'b01111111111111100011111111111110;
		14: gp_col = 32'b11111111111111110111111111111111;
		15: gp_col = 32'b11111111111111111111111111111111;
		16: gp_col = 32'b11111111111111111111111111111111;
		17: gp_col = 32'b01111111111111111111111111111110;
		18: gp_col = 32'b01111111111111111111111111111110;
		19: gp_col = 32'b01111111111111111111111111111110;
		20: gp_col = 32'b01111111111111111111111111111110;
		21: gp_col = 32'b01111111111111111111111111111110;
		22: gp_col = 32'b00111111111111111111111111111100;
		23: gp_col = 32'b00111111111111111111111111111100;
		24: gp_col = 32'b00111111111111111111111111111100;
		25: gp_col = 32'b00111111111111111111111111111100;
		26: gp_col = 32'b00011111111111111111111111111000;
		27: gp_col = 32'b00001111111111111111111111110000;
		28: gp_col = 32'b00000111111111111111111111100000;
		29: gp_col = 32'b00000011111111111111111111000000;
		30: gp_col = 32'b00000001111111111111111110000000;
		31: gp_col = 32'b00000000000011111111000000000000;
		default: gp_col = 32'd0;
	endcase
	end
	else begin
	case (y - 448) 
		 0: gp_col = 32'b00000000000111111111110000000000;
		 1: gp_col = 32'b00000011111111111111111111000000;
		 2: gp_col = 32'b00000111111111111111111111000000;
		 3: gp_col = 32'b00011111111111111111111111111000;
		 4: gp_col = 32'b00011111111111111111111111111000;
		 5: gp_col = 32'b00111111111111111111111111111100;
		 6: gp_col = 32'b00111111111111111111111111111100;
		 7: gp_col = 32'b00111111111111111111111111111100;
		 8: gp_col = 32'b00111111111111111111111111111100;
		 9: gp_col = 32'b01111111111111111111111111111110;
	  10: gp_col = 32'b01111111111111111111111111111110;
		11: gp_col = 32'b01111111111111111111111111111110;
		12: gp_col = 32'b01111111111111111111111111111110;
		13: gp_col = 32'b01111111111111111111111111111110;
		14: gp_col = 32'b11111111111111111111111111111111;
		15: gp_col = 32'b11111111111111111111111111111111;
		16: gp_col = 32'b11111111111111111111111111111111;
		17: gp_col = 32'b01111111111111111111111111111110;
		18: gp_col = 32'b01111111111111111111111111111110;
		19: gp_col = 32'b01111111111111111111111111111110;
		20: gp_col = 32'b01111111111111111111111111111110;
		21: gp_col = 32'b01111111111111111111111111111110;
		22: gp_col = 32'b00111111111111111111111111111100;
		23: gp_col = 32'b00111111111111111111111111111100;
		24: gp_col = 32'b00111111111111111111111111111100;
		25: gp_col = 32'b00111111111111111111111111111100;
		26: gp_col = 32'b00011111111111111111111111111000;
		27: gp_col = 32'b00001111111111111111111111110000;
		28: gp_col = 32'b00000111111111111111111111100000;
		29: gp_col = 32'b00000011111111111111111111000000;
		30: gp_col = 32'b00000001111111111111111110000000;
		31: gp_col = 32'b00000000000011111111000000000000;
		default: gp_col = 32'd0;
	endcase
	end
end
endmodule
```
`flow/run.sh`:
```
#!/bin/bash
# OpenROAD 26Q1-2900-gdf79404cd8, Yosys 0.63+post, stock flow scripts
make -C /OpenROAD-flow-scripts/flow DESIGN_CONFIG=/design/flow/config.mk WORK_HOME=/design/flow/orfs finish
```
`flow/config.mk`:
```
export PLATFORM = sky130hd
export DESIGN_NAME = GP
export DESIGN_NICKNAME = GP
export VERILOG_FILES = /design/flow/design.v
export SDC_FILE = /design/flow/constraint.sdc
export NUM_CORES = 4
export LEC_CHECK = 1
export CORE_UTILIZATION = 40
```
`flow/constraint.sdc`:
```
current_design GP

set clk_period 10.7
set clk_io_pct 0.2

create_clock -name clk0 -period $clk_period [get_ports {clk}]

set non_clock_inputs [all_inputs -no_clocks]
set_input_delay [expr $clk_period * $clk_io_pct] -clock clk0 $non_clock_inputs
set_output_delay [expr $clk_period * $clk_io_pct] -clock clk0 [all_outputs]
```
==> qor.txt <==
I/O pins: 37
Post-CTS Setup Repair Bufs: 0
RSZ-0062 raised after global routing: false
CTS tree: yes
Reg2Reg Setup Slack: 7610 ps
Hpwl dp: 4.37 mm
Crit Path Max Fanout: 14
Pwr Density: 110 nW/um2
Grt ovf: 0
CTS Sinks: 33
Leakage: 1.09 nW
Layout area overhead: 19.4%
CP Class: primary input to output port
CTS Buffer Depth: 2
Fin crit period: 8040 ps
Overall routing resource usage: 17.8%
Dpl ws: 2690 ps
Initial core utilization: 41.6%
DRT iter0 DRCs: 137
Worst setup EP type: output port
Initial antenna violation count: 0
Combinational Area: 1850 um2
Fillers: 620
Pre-Repair DR Iteration Count: 4
Worst Hold Path EP: clk_count[0]
Core Box Area: 6390 um2
Post-synth ARST share: 0%
Hold Crit Depth: 1
# Cells Yosys: 346
Late-Pin Clk Latency: 280 ps
Worst-path clk slew: 70 ps
Cycle use final: 75.1%
Setup TNS: 0 ps
Reg2Reg Capture Point: clk_count[20]
Yosys chip area: 2660 um2
Root Driver: clkbuf_8
Die W: 83.5 um
Arr. time, crit path: 5900 ps
Max Freq: 124 MHz
Layout cell share with drive strength beyond 1: 9.16%
Crit Reg-Reg Startpoint: clk_count[4]
PostCTS Resize Cnt: 0
Synth cell types: 59
GPL Wtd Cong: 0.979
Die extent in y: 83.5 um
Final WL: 5.89 mm
Crit start category: primary input
Worst EP required: 8560 ps
Tool warnings: 26
R2r worst-path depth: 9
Clock skew: 7.43 ps
Flip-flops with a built-in enable: 0
HP Class: flip-flop to flip-flop
# diodes: 0
Final setup fails: 0
Main flop type: dfxtp_1
Setup ws final: 2660 ps
Max-Cap Viols: 0
TritonCTS Buffers: 5
Via density per instance: 5.51
Status: complete, no violations
Largest net degree at the start of global routing: 25
Vias in the first global route: 2,230
Vias: 2,527
FP Rows: 29
Die footprint: 6970 um2
Hold_buf cts: 0
Syn avg cell area: 7.68 um2
H-tree depth: 2
Hold_sp: clk_count[0]
Hold Fails Final Rpt: 0
Synth Seq Share: 24.9%
Post-Syn Instances: 346
Synth warn: 1
Relative slew margins: 43.4%
Post-route ant nets: 0
Flops after synth: 33
Slew @ Worst Pin: 847 ps
First-pass GRT wire length: 10.3 mm
Fin. max-slew vios: 0
Max VDD drop: 0.0815 mV
Routed WL per cell: 12.8 um
DR DRC count: 0
Post-Syn Area: 2660 um2
Number of I/O port buffers: 35
FF/Latch Area: 661 um2
Power, Total: 0.350 mW
==> kinds of logic (layout without fill, tap and decap cells) <==
group / count (synthesis) / count (layout) / synth area share [%]
compound gates: 79 / 79 / 20.0
xor+xnor: 26 / 26 / 8.57
fa+ha+maj: 15 / 15 / 7.25
buf+inv: 36 / 64 / 6.87
flops: 33 / 33 / 24.9
other cells: 1 / 9 / 0.141
simple gates: 156 / 156 / 32.3
==> synthesized netlist by cell type, drive strengths merged, types with 3 or more instances <==
cell type  instances  share of area, %
nand3             11               2.1
buf                5               2.5
a22oi              4               1.1
o211ai             3              0.85
nand2             35               4.9
nor3              10               1.9
and3               8               1.9
dfxtp             33                25
nand4              6               1.4
a211oi             7               2.0
nand2b             7               1.6
o21bai             3              0.85
a31oi              4              0.94
or4                4               1.1
o21ai             19               3.6
nor2              56                12
xnor2             14               4.6
nor4               6               1.4
ha                13               6.1
clkbuf            11               1.6
a21oi             16               3.0
xor2              12               4.0
inv               20               2.8
o2111ai            3              0.99
==> flip-flops by register name, summed over array words and instances (netlist names) <==
| register | flops |
|---|---|
| clk_count | 32 |
| open | 1 |
==> layout make-up <==
type                    instances  area share, %
well taps                      77           3.04
clock inverters                 3           2.17
repair buffers                 36           11.3
clock buffers                   5           2.17
flip-flops and latches         33           20.8
multi-input cells             285           58.2
inverters                      20           2.37
==> cell usage in the layout (no fill, tap or decap), types with 4 or more instances in the layout <==
cell	count
a211oi_1	7
a21oi_1	16
a22oi_1	4
a31oi_1	4
and3_1	7
clkbuf_8	5
clkdlybuf4s50_1	35
conb_1	9
dfxtp_1	33
ha_1	13
inv_1	20
nand2_1	35
nand2b_1	6
nand3_1	11
nand4_1	6
nor2_1	36
nor2_2	8
nor2_4	12
nor3_1	10
nor4_1	6
o21ai_0	18
or4_1	4
xnor2_1	14
xor2_1	12
==> power breakdown <==
group          total [mW]  internal (mW)  switching (mW)  leakage (nW)
combinational      0.0847         0.0359          0.0488         0.753
sequential          0.125          0.124        0.000390         0.269
clock               0.141         0.0937          0.0469        0.0687
total               0.350          0.254          0.0962          1.09
==> stage by stage <==
step | area (um2) | hold slack (ps) | instances | util (%)
finish | 3170 | 472 | 459 | 49.7
global route | 3170 | 503 | 459 | 49.7
CTS | 3170 | 479 | 459 | 49.7
detailed placement | 3040 | 459 | 451 | 47.6
global placement | 3040 | 457 | 451 | 47.6
floorplan | 2690 | 439 | 354 | -
==> worst max path at each step <==
stage     slack (ps)  cells past startpoint     end          start
4_1_cts         2670                     13  rgb[1]  position_x[0]
5_1_grt         2370                     13  rgb[2]           x[0]
6_report        2660                     13  rgb[1]  position_x[0]
==> per-layer routing <==
layer / routed length, um / track usage (%) / part of all wire (%)
met5: 0 / 0 / 0
met4: 57 / 3.54 / 0.97
met3: 515 / 3.01 / 8.7
met2: 2280 / 23.5 / 39
met1: 3040 / 30.7 / 52
==> critical path, cell delays in order <==
cell,delay (ps)
clkdlybuf4s50_1,460
ha_1,150
inv_1,50
fa_1,790
nor2_1,160
or4b_2,630
a21oi_1,180
nor4_1,70
a32o_1,230
maj3_1,350
o21bai_1,140
a211oi_1,100
clkdlybuf4s50_1,440
Power figures rest on the tool's default switching activity, not on a simulated workload.
