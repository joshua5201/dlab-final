==> flow/config.mk <==
export PLATFORM = sky130hd
export DESIGN_NAME = TP
export DESIGN_NICKNAME = TP
export VERILOG_FILES = /design/flow/design.v
export SDC_FILE = /design/flow/constraint.sdc
export NUM_CORES = 4
export LEC_CHECK = 1
export CORE_UTILIZATION = 40
==> flow/run.sh <==
#!/bin/bash
# OpenROAD 26Q1-2900-gdf79404cd8, Yosys 0.63+post, stock flow scripts
make -C /OpenROAD-flow-scripts/flow DESIGN_CONFIG=/design/flow/config.mk WORK_HOME=/design/flow/orfs finish
==> flow/design.v <==
`timescale 1ns / 1ps
module TP(
	input clk,
	input reset,
	input [9:0] x, 
	input [9:0] y, 
	input [9:0] position_x, 
	input enabled,
	input [2:0] color,
	input [9:0] speed,
	input [9:0] delay,
	input [9:0] gp_x,
	input [2:0] shape,
	output reg [3:0] reach_bottom,
	output reg [3:0] point,
	output reg [2:0] rgb
);
reg [19:0] clk_count;
reg [19:0] tick_count;
reg [9:0] position_y;
reg [19:0] s1;
reg [19:0] s2;
always @(*)
begin
	if (enabled && point == 0 && reach_bottom == 0 && position_y && x - position_x < 20 && x - position_x >= 0 && y - position_y < 20 
		&& y - position_y >= 0) begin
		if (shape == 0) begin
			rgb = color;
		end
		else if (shape == 1) begin
			case (x - position_x)
				0: rgb = s1[19] ? 3'b110 : 3'b000;
				1: rgb = s1[18] ? 3'b110 : 3'b000;
				2: rgb = s1[17] ? 3'b110 : 3'b000;
				3: rgb = s1[16] ? 3'b110 : 3'b000;
				4: rgb = s1[15] ? 3'b110 : 3'b000;
				5: rgb = s1[14] ? 3'b110 : 3'b000;
				6: rgb = s1[13] ? 3'b110 : 3'b000;
				7: rgb = s1[12] ? 3'b110 : 3'b000;
				8: rgb = s1[11] ? 3'b110 : 3'b000;
				9: rgb = s1[10] ? 3'b110 : 3'b000;
				10: rgb = s1[9] ? 3'b110 : 3'b000;
				11: rgb = s1[8] ? 3'b110 : 3'b000;
				12: rgb = s1[7] ? 3'b110 : 3'b000;
				13: rgb = s1[6] ? 3'b110 : 3'b000;
				14: rgb = s1[5] ? 3'b110 : 3'b000;
				15: rgb = s1[4] ? 3'b110 : 3'b000;
				16: rgb = s1[3] ? 3'b110 : 3'b000;
				17: rgb = s1[2] ? 3'b110 : 3'b000;
				18: rgb = s1[1] ? 3'b110 : 3'b000;
				19: rgb = s1[0] ? 3'b110 : 3'b000;
				default: rgb = 3'b000;
				endcase
			end 
		else begin
			case (x - position_x)
				0: rgb = s2[19] ? 3'b110 : 3'b000;
				1: rgb = s2[18] ? 3'b110 : 3'b000;
				2: rgb = s2[17] ? 3'b110 : 3'b000;
				3: rgb = s2[16] ? 3'b110 : 3'b000;
				4: rgb = s2[15] ? 3'b110 : 3'b000;
				5: rgb = s2[14] ? 3'b110 : 3'b000;
				6: rgb = s2[13] ? 3'b110 : 3'b000;
				7: rgb = s2[12] ? 3'b110 : 3'b000;
				8: rgb = s2[11] ? 3'b110 : 3'b000;
				9: rgb = s2[10] ? 3'b110 : 3'b000;
				10: rgb = s2[9] ? 3'b110 : 3'b000;
				11: rgb = s2[8] ? 3'b110 : 3'b000;
				12: rgb = s2[7] ? 3'b110 : 3'b000;
				13: rgb = s2[6] ? 3'b110 : 3'b000;
				14: rgb = s2[5] ? 3'b110 : 3'b000;
				15: rgb = s2[4] ? 3'b110 : 3'b000;
				16: rgb = s2[3] ? 3'b110 : 3'b000;
				17: rgb = s2[2] ? 3'b110 : 3'b000;
				18: rgb = s2[1] ? 3'b110 : 3'b000;
				19: rgb = s2[0] ? 3'b110 : 3'b000;
				default: rgb = 3'b000;
				endcase
		end
	end
	else begin
		rgb = 3'b000;
	end
end
always @(posedge clk)
begin
	if (reset) begin
		clk_count <= 0;
		position_y <= 0;
		reach_bottom <= 0;
		tick_count <= 0;
		point <= 0;
	end
	else begin
		if (enabled) begin
			if (clk_count > 250000 + 125000*(speed-1)) begin
				clk_count <= 0;
				if (tick_count >= 250000)
					tick_count <= 0;
				else
					tick_count <= tick_count + 1;
				if (reach_bottom == 0 && tick_count > delay * 200) 
					position_y <= position_y + 1;
			end 
			else begin
				clk_count <= clk_count + 1;
			end
			if (position_y >= 420) begin
				if (gp_x > position_x && gp_x - position_x <= 30) begin
					point <= 1;
				end
				else if (position_x > gp_x && position_x - gp_x <= 30) begin
					point <= 1;
				end
			end
			if (position_y >= 460) begin
				reach_bottom <= 1;
			end
			else begin
				reach_bottom <= 0;
			end
		end
	end
end
always @(*) begin
	case (y - position_y) 
		 0: s1 = 20'b00000011111111000000;
		 1: s1 = 20'b00000111111111110000;
		 2: s1 = 20'b00001111111111111000;
		 3: s1 = 20'b00011111111111111000;
		 4: s1 = 20'b00011111111111111100;
		 5: s1 = 20'b00111111111111111100;
		 6: s1 = 20'b01111111111111111110;
		 7: s1 = 20'b01111111111111111110;
		 8: s1 = 20'b01111111111111111110;
		 9: s1 = 20'b11111111111111111111;
	  10: s1 = 20'b11111111111111111111;
		11: s1 = 20'b11111111111111111111;
		12: s1 = 20'b11111111111111111110;
		13: s1 = 20'b01111111111111111110;
		14: s1 = 20'b01111111111111111110;
		15: s1 = 20'b01111111111111111100;
		16: s1 = 20'b01111111111111111100;
		17: s1 = 20'b00111111111111111000;
		18: s1 = 20'b00001111111111100000;
		19: s1 = 20'b00000111111111000000;
		default: s1 = 20'd0;
	endcase
end
always @(*) begin
	case (y - position_y) 
		 0: s2 = 20'b00000000011000000000;
		 1: s2 = 20'b00000000011000000000;
		 2: s2 = 20'b00000000111100000000;
		 3: s2 = 20'b00000000111100000000;
		 4: s2 = 20'b00000001111110000000;
		 5: s2 = 20'b00000001111110000000;
		 6: s2 = 20'b00000011111111000000;
		 7: s2 = 20'b00000011111111000000;
		 8: s2 = 20'b00000111111111100000;
		 9: s2 = 20'b00000111111111100000;
	  10: s2 = 20'b00001111111111110000;
		11: s2 = 20'b00001111111111110000;
		12: s2 = 20'b00011111111111111000;
		13: s2 = 20'b00011111111111111000;
		14: s2 = 20'b00111111111111111100;
		15: s2 = 20'b00111111111111111100;
		16: s2 = 20'b01111111111111111110;
		17: s2 = 20'b01111111111111111110;
		18: s2 = 20'b11111111111111111111;
		19: s2 = 20'b11111111111111111111;
		default: s2 = 20'd0;
	endcase
end
endmodule
==> flow/constraint.sdc <==
current_design TP

set clk_period 10.9
set clk_io_pct 0.2

create_clock -name clk0 -period $clk_period [get_ports {clk}]

set non_clock_inputs [all_inputs -no_clocks]
set_input_delay [expr $clk_period * $clk_io_pct] -clock clk0 $non_clock_inputs
set_output_delay [expr $clk_period * $clk_io_pct] -clock clk0 [all_outputs]
==> Slide: Implementation Results <==
Flow Results at a Glance

Status
  • Run status: finished clean

Worst setup path
  • Depth of the most critical reg-to-reg path: 12
  • Max Fanout on Critical Path: 10
  • Critical path origin: speed[2]
  • Arrival time at the worst endpoint: approximately 11 ns
  • Data required time at the worst endpoint: 11.13 ns
  • CP max-delay cell: sky130_fd_sc_hd__or4_4
  • Start-to-end type of the worst setup path: input port to flop
  • Critical Path Max Stage Delay: ~0.56 ns
  • Nature of the critical path endpoint: flop
  • Worst reg2reg startpoint: clk_count[9]$_SDFFE_PP0P_
  • Critical path launch point type: input port

Pwr
  • Total internal power: 1110 uW
  • Switching power: roughly 1300 uW
  • VDD IR max: about 160 uV
  • Relative contribution of sequential cells to total power: about 8.0%
  • Leakage power summed over all cells: 0.00559 uW
  • Part of the power in combinational logic: 83.6%
  • Proportion of total power due to net switching: around 54%
  • Ratio of total power to cell area: about 190 nW/um^2
  • Proportion of power drawn by the clock network: between 8 and 9%
  • Power, Total: approximately 2400 uW

Yosys
  • Number of cells in Yosys stat: about 1400
  • Ao+oa area frac: 22.7%
  • Commonest flop: sky130_fd_sc_hd__dfxtp_1
  • Biggest area cells: sky130_fd_sc_hd__ha_1, sky130_fd_sc_hd__dfxtp_1, sky130_fd_sc_hd__fa_1, sky130_fd_sc_hd__inv_1, sky130_fd_sc_hd__xnor2_1
  • FFs w/ async S/R, synth: 0%
  • Synth warn: 1
  • Area share, top type: between 20% and 30%
  • Synth flops: around 52
  • Top post-synthesis cells by count: sky130_fd_sc_hd__inv_1, sky130_fd_sc_hd__ha_1, sky130_fd_sc_hd__a21oi_1
  • Top cell type by instance count after synthesis: sky130_fd_sc_hd__inv_1
  • Xor and xnor area share after synthesis: under 10%
  • Sequential area share after synthesis: a little under a tenth
  • Comb area leader: adder cells
  • Cell type with the largest total area after synthesis: sky130_fd_sc_hd__ha_1
  • Post-synthesis instance area: between 10000 and 15000 um^2
  • Portion of netlist area occupied by mux cells: less than 1%
  • Cell variety after synth: approximately 100
  • Area fraction in and, or, nand and nor cells after synthesis: between 10% and 20%
  • Number of flops mapped to enable cells by yosys: 0
  • Synthesized netlist cell count: 1409
  • Avg Inst Size Synth: a little under 8 um^2
  • Synth Area in Adders: slightly above 30%
  • Chip area from the yosys synthesis statistics: approximately 11000 um^2

Timing
  • Final Slew Violations: 0
  • Ratio of final minimum period to clock period: between 90% and 100%
  • RSZ-0062 raised after global routing: false
  • Maximum operating frequency: around 0.096 GHz
  • Fin Clk Skew: about 0.012 ns
  • Final Hold Fails: 0
  • Slew Limit Headroom: around half
  • Total setup violations reported at the end of the flow: 0
  • Sum of negative setup slack: 0 ns
  • Transition at the pin with the smallest max-transition slack: approximately 0.73 ns
  • Final Critical Period: 10.42 ns

Flow run
  • Count of warning messages emitted by the tools: 47
  • Max capacitance violation total: 0

GRT
  • First-pass GRT wire length: 44500 um
  • Via count of the first global-routing pass: approximately 9300
  • Maximum number of pins on one net before global-route repair: 46
  • Overall track demand over capacity in global routing: about a fifth
  • Gr ovfl total: 0
  • Initial antenna violation count: 0

Place
  • Placer Congestion: around 0.9
  • Quantity of I/O buffers inserted on ports: ~73
  • Total cell area at the placement stage: around 12000 um^2
  • DPL Wire Length: around 21000 um

Floorplanning
  • Io pins: 80
  • Core utilization at floorplan: between 40 and 50%
  • Rows: approximately 60
  • Die extent in x: approximately 170 um
  • Die Span Y: approximately 170 um
  • Core Box Area: 27100 um^2
  • Total die size: 28400 um^2

Clock network
  • CTS tree: done
  • CTS Hold Buffers Added: 0
  • Clock latency reported for the late side of the worst-skew pair: approximately 0.29 ns
  • Buffer cell driving the clock tree root: sky130_fd_sc_hd__clkbuf_16
  • Total CTS buffers: 5
  • Clk sink count: between 50 and 60
  • Clock transition at the register clock pins on the worst setup and hold paths after CTS: 0.07 ns
  • Number of buffers on the longest clock path: 2
  • H-Tree Depth: 2

Routing
  • DRC errors left: 0
  • Router iterations before antenna repair: 5
  • Violation tally from detailed-route iteration zero: 615
  • Total Routed Length: 25500 um
  • Antenna diode count: 0
  • Routed wire length per instance: between 10 and 15 um
  • Routed via count divided by cell count: ~5.4
  • DR vias: 9885
  • Post-route ant nets: 0

Cells and area
  • Share of layout cells above drive strength 1: under 10%
  • Area added between synthesis and finish: 12.5%
  • Final Instance Area: about 12000 um^2
  • Filler Cells Inserted: approximately 2700
  • Util after Layout: 46.0%

Worst hold path
  • Startpoint of the tightest hold check path: tick_count[19]$_SDFFE_PP0P_
  • Type of the most critical hold path: flop to flop
  • Worst Hold Path Cells: 2
-- flip-flops by register name, indices dropped and copies added (netlist names) --
signal        count
clk_count        20
position_y       10
point             1
reach_bottom      1
tick_count       20
-- cell usage in the layout, fill, tap and decap left out, types with 8 or more instances in the layout --
cell type | Yosys | final
sky130_fd_sc_hd__a211oi_1 | 8 | 8
sky130_fd_sc_hd__a21o_1 | 25 | 25
sky130_fd_sc_hd__a21oi_1 | 97 | 96
sky130_fd_sc_hd__a31oi_1 | 9 | 9
sky130_fd_sc_hd__and2_1 | 8 | 8
sky130_fd_sc_hd__and3_1 | 22 | 22
sky130_fd_sc_hd__buf_4 | 8 | 26
sky130_fd_sc_hd__clkdlybuf4s50_1 | 0 | 73
sky130_fd_sc_hd__dfxtp_1 | 52 | 52
sky130_fd_sc_hd__fa_1 | 52 | 52
sky130_fd_sc_hd__ha_1 | 189 | 189
sky130_fd_sc_hd__inv_1 | 198 | 198
sky130_fd_sc_hd__mux2i_1 | 8 | 8
sky130_fd_sc_hd__nand2_1 | 69 | 69
sky130_fd_sc_hd__nand3_1 | 35 | 35
sky130_fd_sc_hd__nand4_1 | 29 | 29
sky130_fd_sc_hd__nand4b_1 | 10 | 10
sky130_fd_sc_hd__nor2_1 | 83 | 83
sky130_fd_sc_hd__nor2b_1 | 12 | 12
sky130_fd_sc_hd__nor3_1 | 42 | 41
sky130_fd_sc_hd__nor4_1 | 11 | 11
sky130_fd_sc_hd__o211ai_1 | 12 | 12
sky130_fd_sc_hd__o21a_1 | 18 | 18
sky130_fd_sc_hd__o21ai_0 | 63 | 62
sky130_fd_sc_hd__o21ai_1 | 8 | 9
sky130_fd_sc_hd__o31ai_1 | 18 | 18
sky130_fd_sc_hd__o41ai_1 | 11 | 11
sky130_fd_sc_hd__or2_2 | 9 | 9
sky130_fd_sc_hd__or4_1 | 16 | 16
sky130_fd_sc_hd__xnor2_1 | 57 | 57
sky130_fd_sc_hd__xor2_1 | 39 | 39
-- power by group through the flow --
| stage | Combinational [uW] | Sequential, uW | Clock (uW) |
|---|---|---|---|
| final | 2000 | 192 | 200 |
| after global routing | 2290 | 192 | 211 |
| after CTS | 2010 | 192 | 205 |
-- worst max-delay path: cells and delay by family --
kind                       cells  cell delay (ns)
adders and majority gates      8             3.12
and+or+nand+nor                7             2.47
AOI/OAI and AO/OA              6             1.43
buffers and inverters          5             0.92
xor gates and xnor gates       2             0.52
-- what timing repair did --
item	in CTS	in global routing
setup buffers	0	3
endpoints found under the setup margin	0	8
resized	0	3
-- logic make-up (layout without fill, tap and decap cells) --
kind of cell | Yosys count | count (layout)
AND/OR/NAND/NOR | 392 | 392
flip-flops | 52 | 52
buffers and inverters | 254 | 310
XOR/XNOR | 98 | 98
other | 1 | 6
AND-OR/OR-AND | 361 | 361
adder cells (fa/ha/maj) | 243 | 243
multiplexers | 8 | 8
-- path summary, 6_finish.rpt --
check | slack, ns | endpoint
hold / removal | 0.45 | tick_count[19]$_SDFFE_PP0P_
hold reg to reg | 0.45 | tick_count[19]$_SDFFE_PP0P_
setup / recovery | 0.48 | tick_count[17]$_SDFFE_PP0P_
setup reg to reg | 7.79 | position_y[3]$_SDFFE_PP0P_
-- per-stage QoR --
stage                     setup slack [ns]  instances  hold WS (ns)
final                                0.480       1842         0.446
after global routing               0.00361       1842         0.458
after CTS                            0.492       1839         0.450
after detailed placement             0.201       1832         0.438
after global placement               0.320       1832         0.437
after floorplan                      0.952       1414         0.425
-- final cells by class --
| cell class | instances | area (um^2) | area share [%] |
|---|---|---|---|
| multi-input cells | 1108 | 9070 | 72.7 |
| clock inverters | 2 | 60.1 | 0.482 |
| flip-flops and latches | 52 | 1040 | 8.35 |
| inverters | 203 | 762 | 6.11 |
| repair buffers | 100 | 946 | 7.59 |
| clock buffers | 5 | 125 | 1.00 |
| well taps | 372 | 465 | 3.73 |
-- routing by layer --
layer  up-vias  global-route usage (%)  part of all wire (%)
met5         -                       0                     0
met4         0                   0.988                  0.62
met3        10                    1.95                   3.7
met2       174                    28.9                    42
met1      4550                    31.1                    53
li1       5151                       -                     -
No activity file was given, so power comes from the tool's default toggle rates.
